--- design/flow/design.v ---
module Capture_Unit(clk, rst_n, wrt_smpl, triggered, TrigCfg, trig_pos, waddr, capture_done, write, armed);
	parameter 	ENTRIES = 384,	 
			LOG2 = 9;		 
	typedef enum logic [1:0] {IDLE, RUN, DONE} State;
	input clk;
	input rst_n;
	input wrt_smpl;
	input triggered;
	input [5:0] TrigCfg;
	input [15:0] trig_pos;
	output logic [LOG2-1:0] waddr;
	output logic capture_done;
	output logic write;
	output logic armed;
	State state;
	State nxtstate;
	logic run;
	logic done;
	logic [15:0] smpl_cnt;
	logic [15:0] trig_cnt;
	logic clr_waddr;
	logic inc_waddr;
	logic clr_smpl_cnt;
	logic inc_smpl_cnt;
	logic clr_trig_cnt;
	logic inc_trig_cnt;
	logic clr_armed;
	logic set_armed;
	assign run = TrigCfg[4];
	assign done = TrigCfg[5];
	always_ff @ (posedge clk, negedge rst_n) begin		 
		if(!rst_n)
			state <= IDLE;
		else
			state <= nxtstate;
	end
	always_ff @ (posedge clk, negedge rst_n) begin		 
		if(!rst_n)
			waddr <= 0;
		else if (clr_waddr)
			waddr <= 0;
		else if (inc_waddr)
			waddr <= waddr + 1;
		else
			waddr <= waddr;
	end
	always_ff @ (posedge clk, negedge rst_n) begin		 
		if(!rst_n)
			smpl_cnt <= 0;
		else if (clr_smpl_cnt)
			smpl_cnt <= 0;
		else if (inc_smpl_cnt)
			smpl_cnt <= smpl_cnt + 1;
		else
			smpl_cnt <= smpl_cnt;
	end
	always_ff @ (posedge clk, negedge rst_n) begin 		 
		if(!rst_n)
			trig_cnt <= 0;
		else if (clr_trig_cnt)
			trig_cnt <= 0;
		else if (inc_trig_cnt)
			trig_cnt <= trig_cnt + 1;
		else 
			trig_cnt <= trig_cnt;
	end
	always_ff @ (posedge clk, negedge rst_n) begin		 
		if(!rst_n)
			armed <= 0;
		else if (clr_armed)
			armed <= 0;
		else if (set_armed)
			armed <= 1;
		else 
			armed <= armed;
	end
	always_comb begin
		capture_done = 0;
		inc_smpl_cnt = 0;
		clr_smpl_cnt = 0;
		inc_trig_cnt = 0;
		clr_trig_cnt = 0;
		inc_waddr = 0;	
		clr_waddr = 0;
		clr_armed = 0;
		set_armed = 0;
		write = 0;
		nxtstate = IDLE;
		case(state)
			IDLE : begin
				if (run) begin
					clr_smpl_cnt = 1;
					clr_trig_cnt = 1;
					nxtstate = RUN;
				end
				else
					nxtstate = IDLE;
			end
			RUN : begin
				nxtstate = RUN;
				if(wrt_smpl) begin
					if(triggered & (trig_cnt == trig_pos)) begin
						capture_done = 1;
						clr_armed = 1;
						nxtstate = DONE;
					end
					else begin 
						write = 1;
						if(waddr == (ENTRIES - 1))
							clr_waddr = 1;
						else
							inc_waddr = 1;
						if (triggered) begin
							inc_trig_cnt = 1;
						end
						else begin
							inc_smpl_cnt = 1;
							if ((smpl_cnt + trig_pos) >= ENTRIES)
								set_armed = 1;
						end
					end
				end
			end
			DONE : begin
				if(done)
					nxtstate = DONE;
				else if (run) begin 
					clr_smpl_cnt = 1;
					clr_trig_cnt = 1;
					nxtstate = RUN;
				end
				else
					nxtstate = IDLE;
			end
		endcase
	end
endmodule
--- design/flow/config.mk ---
export PLATFORM = sky130hd
export DESIGN_NAME = Capture_Unit
export DESIGN_NICKNAME = Capture_Unit
export VERILOG_FILES = /design/flow/design.v
export SDC_FILE = /design/flow/constraint.sdc
export NUM_CORES = 4
export LEC_CHECK = 1
export CORE_UTILIZATION = 40
--- design/flow/run.sh ---
#!/bin/bash
# OpenROAD 26Q1-2900-gdf79404cd8, Yosys 0.63+post, stock flow scripts
make -C /OpenROAD-flow-scripts/flow DESIGN_CONFIG=/design/flow/config.mk WORK_HOME=/design/flow/orfs finish
--- design/flow/constraint.sdc ---
current_design Capture_Unit

set clk_period 3.4
set clk_io_pct 0.2

create_clock -name clk0 -period $clk_period [get_ports {clk}]

set non_clock_inputs [all_inputs -no_clocks]
set_input_delay [expr $clk_period * $clk_io_pct] -clock clk0 $non_clock_inputs
set_output_delay [expr $clk_period * $clk_io_pct] -clock clk0 [all_outputs]
==> results_slide.txt <==
Flow Results at a Glance

Drt
  • TritonRoute pass-1 iters: 4
  • Drt initial violations: 86
  • Via count: 2581
  • Post-detailed-route count of antenna-violating nets: 0
  • Routed len/inst: 14.1 um
  • Vias per cell: between 5 and 6
  • DRC viols: 0
  • Routed wire length: 6.86 mm
  • N_diodes: 0

Placement
  • Area after DPL: 3570 um2
  • IO buf count: 33
  • Routability cong.: around 0.85
  • Pre-CTS setup slack: -0.0189 ns
  • DP Cell Count: 479
  • Hpwl dp: 5.18 mm

Yosys
  • Synth area leaders: dfrtp_1 36%, xnor2_1 8.0%, ha_1 7.8%, nor2_1 4.9%, xor2_1 4.6%
  • Post-synth EDFFs: 0
  • Cells after Synth: about 340
  • Avg Cell Area, Syn: 8.95 um2
  • Synth Area in Compound Gates: 0.155
  • Post-synth mux share: 0.0139
  • Dominant comb cell: simple AND/OR/NAND/NOR gates
  • Distinct lib cells: 53
  • Synth Area in XOR/XNOR: 0.126
  • Adder share: 0.0845
  • Top-area cell share: 0.361
  • Sequential fraction of the synthesis area: 0.370
  • Ys Warns: 1
  • Simple share: 0.229
  • Synth area leader: dfrtp_1
  • Mapped Area: 3050 um2
  • Yosys chip area: 3050 um2
  • Top_reg_cell synth: dfrtp_1
  • Synth cell count leaders: 44 x dfrtp_1, 40 x nor2_1, 28 x xnor2_1
  • #FFs+latches synth: 45
  • Yosys Instances: 341
  • Post-synth ARST share: 1.00
  • Synth top cell by count: dfrtp_1

Clock network
  • Hold_buf cts: 0
  • Clk root buf: clkbuf_8
  • Number of CTS-inserted buffers: 5
  • CTS tree: built
  • Clock slew at reported path FFs: 0.09 ns
  • Max Buffers Root-to-Sink: 2
  • Clk latency late pin: 0.30 ns
  • H-tree levels: 2
  • Clk sinks: 45

Timing
  • Final Skew: 0.0103 ns
  • Fin Setup TNS: 0 ns
  • Fin. max-slew vios: 0
  • Final Hold Viols: 0
  • Highest clock rate: 0.302 GHz
  • Max_slew headroom: 0.657
  • Hold_ws: 0.299 ns
  • Period utilisation layout: 0.973
  • Minimum clock period: 3.31 ns
  • Final setup margin: 0.0929 ns
  • Finish-stage setup viols: 0
  • Worst slew pin tran: ~0.5 ns

Global routing
  • First-pass GRT wire length: 11.6 mm
  • Initial antenna violation count: 0
  • GR Util All Layers: 0.192
  • Grt ovf: 0
  • Number of global-route vias before repair: between 2k and 2.5k
  • Largest net degree at the start of global routing: 34

Run
  • Max-Cap Viols: 0
  • Number of OpenROAD warnings: 31

Finish
  • Post-route cell area: 3690 um2
  • Layout cell share with drive strength beyond 1: 0.0797
  • Final design utilization: 0.504
  • Area added between synthesis and finish: 21.1%
  • Non-filler instance count after layout: 488

Setup path
  • CP Launch Type: input port
  • Critical path class: input port to output port
  • CP required: approximately 2.7 ns
  • Bufs and invs on worst path: 3
  • Critical path's most frequent cell: clkdlybuf4s50_1
  • CP Cell Sequence: clkdlybuf4s50_1 > xnor2_1 > nand4_1 > nor4_4 > and2_1 > nand3_1 > inv_1 > clkdlybuf4s50_1
  • Crit Path Max Fanout: 2
  • Largest stage delay on the critical path: approximately 0.52 ns
  • Arrival time worst endpoint: 2.63 ns
  • Crit end category: output port
  • Largest delay share family, worst path: buffers and inverters
  • Slowest CP cell: clkdlybuf4s50_1

Die
  • Total core area: 7330 um2
  • Boundary pin count: 38
  • Row count: 31
  • Chip footprint: 7980 um2
  • Pre-Place Util: 0.416
  • DIE WIDTH: between 80 and 90 um
  • Die y size: 89.3 um

Hold path
  • Hold Path Class: input port to asynchronous set/reset pin

Power and ir drop
  • Lkg Pwr: 1.67 nW
  • Max VDD drop: 0.193 mV
  • Total Power: 1.00 mW
  • PwrDens: 271 nW/um2

Status
  • Status: completed
worst reg2reg max path, delay by kind of cell (launching register included):
kind            cells  cell delay (ns)
compound gates      7             1.55
fa+ha+maj           2             0.61
flops               1             0.43
final timing paths:
kind	startpoint	end	slack, ns	cells after the start
worst max-delay path	trig_pos[10]	capture_done	0.09	8
worst min-delay path	rst_n	trig_cnt[3]$_DFFE_PN0P_	0.30	1
worst max register to register	smpl_cnt[0]$_DFFE_PN0P_	armed$_DFFE_PN0P_	0.69	9
worst min register to register	state[1]$_DFF_PN0_	state[1]$_DFF_PN0_	0.48	2
max in group asynchronous	rst_n	state[0]$_DFF_PN1_	2.35	2
min in group clk0	state[1]$_DFF_PN0_	state[1]$_DFF_PN0_	0.48	2
layout by cell type (no fill, tap or decap), drive strengths merged, types with 3 or more instances in the layout:
cell	count
a211oi	3
a21oi	19
a31oi	4
and3	5
buf	14
clkbuf	7
clkdlybuf4s50	25
dfrtp	44
dlymetal6s2s	7
ha	19
inv	11
nand2	28
nand2b	5
nand3	17
nand4	12
nor2	40
nor3	9
nor3b	3
nor4	3
o21ai	25
or3	8
xnor2	28
xor2	16
layout make-up:
cell class              count  area (um2)
fillers                   679        3640
clock buffers               7        96.3
flip-flops and latches     45        1130
inverters                  11        41.3
repair buffers             46         440
clock inverters             1        5.00
multi-input cells         279        1860
well taps                  99         124
kinds of logic after synthesis:
family,after synthesis
AOI/OAI and AO/OA,74
xor gates and xnor gates,44
adders and majority gates,20
buffers and inverters,17
DFF,45
muxes,4
and+or+nand+nor,137
metal layers:
layer | part of all wire | wire length [um] | vias to the layer above | GRT usage
met4 | 0.0071 | 49 | 0 | 0.0130
met3 | 0.026 | 178 | 6 | 0.0215
met2 | 0.47 | 3230 | 26 | 0.312
met1 | 0.50 | 3400 | 1223 | 0.300
met5 | 0 | 0 | - | 0
li1 | - | - | 1326 | -
timing repair:
item                                    CTS  global route
endpoints found under the setup margin    0             1
buffers inserted                          0             1
gates resized                             0             7
registers in the layout (all words and copies together) (netlist names):
| signal | cells |
|---|---|
| smpl_cnt | 16 |
| state | 3 |
| trig_cnt | 16 |
| armed | 1 |
| waddr | 9 |
power by group:
part           internal (mW)  switching, mW
Clock                  0.184          0.185
Sequential             0.535              0
Combinational         0.0466         0.0505
Total                  0.765          0.236
Power and IR drop assume default switching activity.
