==> flow/constraint.sdc <==
current_design CommMaster

set clk_period 4.4
set clk_io_pct 0.2

create_clock -name clk0 -period $clk_period [get_ports {clk}]

set non_clock_inputs [all_inputs -no_clocks]
set_input_delay [expr $clk_period * $clk_io_pct] -clock clk0 $non_clock_inputs
set_output_delay [expr $clk_period * $clk_io_pct] -clock clk0 [all_outputs]
==> flow/config.mk <==
export PLATFORM = sky130hd
export DESIGN_NAME = CommMaster
export DESIGN_NICKNAME = CommMaster
export VERILOG_FILES = /design/flow/design.v
export SDC_FILE = /design/flow/constraint.sdc
export NUM_CORES = 4
export LEC_CHECK = 1
export CORE_UTILIZATION = 30
==> flow/run.sh <==
#!/bin/bash
# OpenROAD 26Q1-2900-gdf79404cd8, Yosys 0.63+post, stock flow scripts
make -C /OpenROAD-flow-scripts/flow DESIGN_CONFIG=/design/flow/config.mk WORK_HOME=/design/flow/orfs finish
==> flow/design.v <==
module CommMaster(clk, rst_n, cmd, snd_cmd, cmd_cmplt, TX);
typedef enum reg [1:0] {IDLE, HIGH, LOW, SENT} State;
input clk;
input rst_n;
input [15:0] cmd;
input snd_cmd;
output logic cmd_cmplt;
output TX;
logic [7:0] lower;
logic sel;
logic trmt;
logic [7:0] tx_data;
UART_tx tx(.clk(clk), .rst_n(rst_n), .TX(TX), .trmt(trmt), .tx_data(tx_data), .tx_done(tx_done));
State state, nxt_state;
assign tx_data = sel ? cmd[15:8] : lower;
always_ff @ (posedge clk, negedge rst_n) begin
	if(!rst_n)				 
		state <= IDLE;
	else
		state <= nxt_state;
end
always_ff @ (posedge clk) begin
	if(snd_cmd)				 
		lower <= cmd [7:0];
	else
		lower <= lower;
end
assign cmd_cmplt = state == SENT;
always_comb begin
	trmt = 1'b0;
	sel = 1'b0;
	nxt_state = IDLE;
	case(state)
		IDLE: begin
			if(snd_cmd) begin
				trmt = 1'b1;
				sel = 1'b1;
				nxt_state = HIGH;
			end
		end
		HIGH: begin
			if(tx_done) begin
				sel = 1'b0;
				trmt = 1'b1;
				nxt_state = LOW;
			end
			else
				nxt_state = HIGH;
		end
		LOW: begin
			if(tx_done) begin
				nxt_state = SENT;
			end
			else
				nxt_state = LOW;
		end
		SENT: begin
			if(snd_cmd) begin
				sel = 1'b1;
				trmt = 1'b1;
				nxt_state = HIGH;
			end
			else begin
				nxt_state = SENT;
			end
		end
	endcase
end
endmodule 
module UART_tx (clk, rst_n, TX, trmt, tx_data, tx_done);
input clk;
input rst_n;
input trmt;
input [7:0] tx_data;
output logic tx_done;
output TX;
logic [7:0] baud;
logic [3:0] count;
logic load;
logic shift;
logic clr_baud;
logic clr_count;
logic clr_done;
logic count_inc;
logic baud_inc;
UART_tx_control control_dv(.clk(clk), .rst_n(rst_n), .trmt(trmt), .baud(baud), .count(count), .load(load), .shift(shift), .clr_baud(clr_baud), .clr_done(clr_done), .clr_count(clr_count), .done(done), .count_inc(count_inc), .baud_inc(baud_inc));
UART_tx_stor stor_dv(.clk(clk), .rst_n(rst_n), .load(load), .shift(shift), .data_in(tx_data), .data_out(TX));
UART_tx_count count_dv(.clk(clk), .rst_n(rst_n), .clr_count(clr_count), .count_inc(count_inc), .count(count));
UART_tx_baud baud_dv(.clk(clk), .rst_n(rst_n), .clr_baud(clr_baud), .baud_inc(baud_inc), .baud(baud));
always_ff @ (posedge clk, negedge rst_n) begin
	if(!rst_n) begin
		tx_done <= 0;
	end
	else begin
		if(done)
			tx_done <= 1;
		else if(clr_done)
			tx_done <= 0;
	end
end
endmodule
module UART_tx_baud (clk, rst_n, clr_baud, baud_inc, baud);
input clk;
input rst_n;
input clr_baud;
input baud_inc;
output [7:0] baud;
logic [7:0] q;
logic [7:0] d;
assign baud = q;
always_ff @(posedge clk, negedge rst_n) begin
	if(!rst_n)
		q <= 0;
	else
		q <= d;
end
always_comb begin
	if(clr_baud)
		d = 0;
	else if(baud_inc)
		d = q + 1;
	else
		d = q;
end
endmodule 
module UART_tx_control (clk, rst_n, trmt, baud, count, load, shift, clr_baud, clr_done, clr_count, done, count_inc, baud_inc);
typedef enum reg [1:0] {IDLE, TRANS, SHIFT} state;
input clk;
input rst_n;
input trmt;
input [7:0] baud;
input [3:0] count;
output logic clr_done;
output logic clr_baud;
output logic clr_count;
output logic done;
output logic baud_inc;
output logic count_inc;
output logic load;
output logic shift;
state q;
state d;
always_ff @ (posedge clk, negedge rst_n) begin	
	if(!rst_n)
		q <= IDLE;
	else
		q <= d;
end
always_comb begin
	clr_done = 0;
	clr_baud = 0;
	clr_count = 0;
	done = 0;
	baud_inc = 0;
	count_inc = 0;
	load = 0;
	shift = 0;
	d = IDLE;
	case (q)
		IDLE: begin
			if(trmt) begin
				load = 1;
				clr_baud = 1;
				clr_count = 1;
				clr_done = 1;
				d = TRANS;
			end
			else
				d = IDLE;
		end
		TRANS: begin
			if(baud == 108) begin
				count_inc = 1;
				d = SHIFT;
			end
			else begin
				baud_inc = 1;
				d = TRANS;
			end
		end
		SHIFT: begin
			if(count == 10) begin
				done = 1;
				d = IDLE;
			end
			else begin
				shift = 1;
				clr_baud = 1;
				d = TRANS;
			end
		end
		default:
			d = IDLE;
	endcase
end
endmodule
module UART_tx_count (clk, rst_n, clr_count, count_inc, count);
input clk;
input rst_n;
input clr_count;
input count_inc;
output [3:0] count;
logic [3:0] q;
logic [3:0] d;
assign count = q;
always_ff @(posedge clk, negedge rst_n) begin
	if(!rst_n)
		q <= 0;
	else
		q <= d;
end
always_comb begin
	if(clr_count)
		d = 0;
	else if(count_inc)
		d = q + 1;
	else
		d = q;
end
endmodule 
module UART_tx_stor (clk, rst_n, load, shift, data_in, data_out);
input clk;
input rst_n;
input load;
input shift;
input [7:0] data_in;
output data_out;
logic [9:0] q;
logic [9:0] d;
assign data_out = q[0];
always_ff @ (posedge clk, negedge rst_n) begin
	if(!rst_n)
		q <= 7'hFF;
	else
		q <= d;
end
always_comb begin
	if(load)
		d = {1'b1, data_in, 1'b0};
	else if (shift)
		d = {1'b1, q[9:1]};
	else 
		d = q;
end
endmodule
==> impl_metrics.tcl <==
# metrics dict for downstream scripts
set metrics [dict create \
    grt_max_degree 31 \
    cts_sinks 38 \
    cts_resized 0 \
    setup_viol 0 \
    die_w_um 78.8 \
    cts_max_level 2 \
    die_y_um 78.8 \
    n_antenna_cell 0 \
    core_um2 5610 \
    cts_setup_buffers 0 \
    synth_flops 38 \
    gp_congestion 0.739 \
    track_usage_pct 10.5 \
    drtIter0Drc 69 \
    dr.pass1.iters 4 \
    cp-start-kind "primary input" \
    wl_met2_mm 1.28 \
    fin_crit_sh_pct 60.0 \
    synth_area_um2 1770 \
    max_clock_freq_mhz 379 \
    yosysWarnings 9 \
    dpl.hpwl_mm 2.04 \
    finalSetupTns_ns 0 \
    hold_start "tx.stor_dv.q[9]" \
    clkTransAtPathRegs_ns 0.07 \
    max-vdd-ir-drop_uv 134 \
    tightestPinTransition_ns 0.589 \
    cts_root_buffer "clkbuf_8" \
    wl_met3_um 126 \
    finalWorstPathRequiredPeriod_ns 2.64 \
    tritoncts "built" \
    yosysUniqueCellTypes 32 \
    fin_cells 244 \
    placedCellCount 236 \
    slew_violations 0 \
    lay_top_cells "mux2i_1 (28), dfrtp_1 (21), clkdlybuf4s50_1 (20)" \
    wl_mm 2.91 \
    drive_above_1_share_pct 14.0 \
    vias 1119 \
    postCtsHoldBufs 0 \
    pre_cts_ws_ns 1.40 \
    fin_hold_ws_ns 0.470 \
    clock.latency.late_pin_ns 0.28 \
    setup_ws_ns 1.76 \
    nFillCells 561 \
    io_pins 21 \
    warnings 27 \
    drt-wirelength-per-cell_um 11.9 \
    cp_max_fo 11 \
    regArea_um2 1000 \
    p_leak_nw 0.945 \
    critPathArrivalTime_ns 2.79 \
    ys_cells 146 \
    rsz0062_at_grt "no" \
    portBuffers 20 \
    layout_top_cell "mux2i_1" \
    fp_util_pct 31.5 \
    crit_required_ns 4.55 \
    cap_viol_max_count 0 \
    area_growth_pct 21.4 \
    synthCells 146 \
    maxSlewHeadroom_pct 60.8 \
    r2r-start "state[0]" \
    drc 0 \
    cts_buffers 5 \
    dr.max_layer_used "met4" \
    ys_area_um2 1770 \
    ant_nets 0 \
    viasPerCell 4.59 \
    synth_seq_share_pct 56.7 \
    die-area_um2 6200 \
    grt_pass1_vias 1053 \
    status "complete, no violations" \
    synth.avg_cell_area_um2 12.1 \
    grt_first_pass_wirelength_mm 4.97 \
    hold_viol 0 \
    worstSetupPathType "in -> reg" \
    rows 27 \
    grt_overflow 0 \
    reg2reg_slack_ns 2.64 \
    p_per_area_nw_per_um2 305 \
    cts_buffer_depth 2 \
    min_path_type "reg -> reg" \
    crit_path_end_kind "register" \
    logic_area_um2 716 \
    met1_length_mm 1.45 \
    cp-startpoint "snd_cmd" \
    clock-skew-final_ns 0.00737 \
    antenna_found_initial 0 \
]
state kept, by name, summed over array words and instances, names as in the netlist, named ones only:
register	cells
lower	8
tx.count_dv.q	4
tx.control_dv.q	3
tx.baud_dv.q	8
state	3
tx.stor_dv.q	10
tx.tx_done	1
layer usage:
metal  vias up  global-route usage (%)
met1       533                    15.8
met4         0                    1.48
met3         5                    2.92
met2        16                    15.8
li1        565                       -
met5         -                       0
cell families after synthesis:
kind of cell,synth area share [%]
buffers and inverters,2.83
muxes,16.5
xor gates and xnor gates,2.48
DFF,56.7
and+or+nand+nor,13.5
AOI/OAI and AO/OA,5.17
adders and majority gates,2.83
cells in the mapped netlist:
cell	n	area, µm²
mux2i_1	28	280
dfrtp_1	21	526
nor2_1	15	56.3
dfstp_2	9	236
nand2_1	9	33.8
edfxtp_1	8	240
inv_1	7	26.3
nor3_1	5	25.0
xnor2_1	5	43.8
buf_2	4	20.0
ha_1	4	50.1
o21ai_0	4	20.0
nand4_1	3	18.8
a21oi_1	2	10.0
nand3_1	2	10.0
nor2b_1	2	12.5
nor4b_1	2	17.5
o21ai_1	2	10.0
a21o_1	1	7.51
a22o_1	1	8.76
a31oi_1	1	6.26
a41oi_1	1	8.76
and3_1	1	6.26
clkbuf_1	1	3.75
mux2_2	1	11.3
nand2_2	1	6.26
nand4b_2	1	15.0
nor3_2	1	10.0
nor4_4	1	21.3
o21a_1	1	7.51
o31ai_2	1	12.5
or2_1	1	6.26
path summary, 6_finish.rpt:
check,cells past startpoint,endpoint
max in group asynchronous,2,tx.stor_dv.q[5]
worst min-delay path,1,tx.stor_dv.q[9]
min in group asynchronous,2,tx.baud_dv.q[5]
worst min register to register,1,tx.stor_dv.q[9]
worst max register to register,4,tx.tx_done
worst max-delay path,5,tx.tx_done
cell type report:
cell class	count	share of cell area [%]
Sequential cell	38	46.7
Tap cell	72	4.20
Multi-Input combinational cell	96	33.3
Inverter	7	1.22
Clock buffer	8	4.20
Timing Repair Buffer	23	10.4
power by group:
group / leakage, nW / switching, mW / internal, mW
logic: 0.487 / 0.0182 / 0.0256
clock network: 0.0455 / 0.110 / 0.128
registers: 0.413 / 0.00338 / 0.370
metrics by stage:
| stage | power, mW | instance area, µm² | util [%] |
|---|---|---|---|
| floorplan | 0.395 | 1770 | - |
| global placement | 0.424 | 2060 | 36.7 |
| detailed placement | 0.425 | 2060 | 36.7 |
| CTS | 0.668 | 2150 | 38.3 |
| global route | 0.685 | 2150 | 38.3 |
| finish | 0.655 | 2150 | 38.3 |
worst max-delay path: stages:
cell and delay (ns):
clkdlybuf4s50_1 0.74, o21a_1 0.58, nor2_1 0.14, nor2b_1 0.33, o21ai_0 0.12
Power figures rest on the tool's default switching activity, not on a simulated workload.
