**/design/flow/constraint.sdc**
```tcl
current_design UART_wrapper

set clk_period 3.8
set clk_io_pct 0.2

create_clock -name clk0 -period $clk_period [get_ports {clk}]

set non_clock_inputs [all_inputs -no_clocks]
set_input_delay [expr $clk_period * $clk_io_pct] -clock clk0 $non_clock_inputs
set_output_delay [expr $clk_period * $clk_io_pct] -clock clk0 [all_outputs]
```
**/design/flow/run.sh**
```bash
#!/bin/bash
# OpenROAD 26Q1-2900-gdf79404cd8, Yosys 0.63+post, stock flow scripts
make -C /OpenROAD-flow-scripts/flow DESIGN_CONFIG=/design/flow/config.mk WORK_HOME=/design/flow/orfs finish
```
**/design/flow/design.v**
```verilog
module UART(clk, rst_n, TX, RX, tx_data, trmt, clr_rdy, tx_done, rx_data, rdy);
input clk;
input rst_n;
input RX;
input [7:0]tx_data;
input clr_rdy;
input trmt;
output TX;
output tx_done;
output [7:0]rx_data;
output rdy;
UART_rx rx(.clk(clk), .rst_n(rst_n), .clr_rdy(clr_rdy), .RX(RX), .cmd(rx_data), .rdy(rdy));
UART_tx tx(.clk(clk), .rst_n(rst_n), .TX(TX), .trmt(trmt), .tx_data(tx_data), .tx_done(tx_done));
endmodule
module UART_rx (clk, rst_n, clr_rdy, RX, cmd, rdy);
input clk;
input rst_n;
input clr_rdy;
input RX;
output logic rdy;
output [7:0] cmd;
logic [7:0] baud;
logic [3:0] count;
logic shift;
logic rdy_o;
logic clr_rdy_i;
logic rdy_i;
logic clr_baud;
logic clr_count;
logic count_inc;
logic baud_inc;
UART_rx_control control_dv(.clk(clk), .rst_n(rst_n), .RX(RX), .count(count), .baud(baud), .clr_baud(clr_baud), .clr_count(clr_count), .clr_rdy(clr_rdy_i), .baud_inc(baud_inc), .count_inc(count_inc), .shift(shift), .rdy(rdy_o));
UART_rx_count count_dv(.clk(clk), .rst_n(rst_n), .clr_count(clr_count), .count_inc(count_inc), .count(count));
UART_rx_baud baud_dv(.clk(clk), .rst_n(rst_n), .clr_baud(clr_baud), .baud_inc(baud_inc), .baud(baud));
UART_rx_stor stor_dv(.clk(clk), .rst_n(rst_n), .shift(shift), .data_in(RX), .data_out(cmd));
always_ff @ (posedge clk, negedge rst_n) begin	
	if(!rst_n) begin
		rdy <= 0;
	end
	else begin
		rdy <= rdy_i;
	end
end
always_comb begin
	if(clr_rdy | clr_rdy_i)
		rdy_i = 0;
	else if(rdy_o)
		rdy_i = 1;
	else
		rdy_i = rdy;
end
endmodule
module UART_rx_baud (clk, rst_n, clr_baud, baud_inc, baud);
input clk;
input rst_n;
input clr_baud;
input baud_inc;
output [7:0] baud;
logic [7:0] q;
logic [7:0] d;
assign baud = q;
always_ff @(posedge clk, negedge rst_n) begin
	if(!rst_n)
		q <= 0;
	else
		q <= d;
end
always_comb begin
	if(clr_baud)
		d = 0;
	else if(baud_inc)
		d = q + 1;
	else
		d = q;
end
endmodule 
module UART_rx_control (clk, rst_n, RX, count, baud, clr_baud, clr_count, clr_rdy, baud_inc, count_inc, shift, rdy);
typedef enum reg {IDLE, RECIEVE} state;
input clk;
input rst_n;
input RX;
input [7:0] baud;
input [3:0] count;
output logic clr_baud;
output logic clr_count;
output logic clr_rdy;
output logic rdy;
output logic baud_inc;
output logic count_inc;
output logic shift;
state q;
state d;
always_ff @ (posedge clk, negedge rst_n) begin	
	if(!rst_n)
		q <= IDLE;
	else
		q <= d;
end
always_comb begin
	clr_baud = 0;
	clr_count = 0;
	clr_rdy = 0;
	shift = 0;
	rdy = 0;
	baud_inc = 0;
	count_inc = 0;
	d = IDLE;
	case (q)
		IDLE: begin
			if(RX == 0 & rst_n) begin
				clr_baud = 1;
				clr_count = 1;
				clr_rdy = 1;
				d = RECIEVE;
			end
			else
				d = IDLE;
		end
		RECIEVE: begin
			if(count == 9) begin
				rdy = 1;
				d = IDLE;
			end
			else if(baud == 162 & count == 0) begin
				count_inc = 1;
				clr_baud = 1;
				shift = 1;
				d = RECIEVE;
			end
			else if(baud == 108 & count != 0) begin
				count_inc = 1;
				clr_baud = 1;
				shift = 1;
				d = RECIEVE;
			end
			else begin
				baud_inc = 1;
				d = RECIEVE;
			end
		end
	endcase
end
endmodule
module UART_rx_count (clk, rst_n, clr_count, count_inc, count);
input clk;
input rst_n;
input clr_count;
input count_inc;
output [3:0] count;
logic [3:0] q;
logic [3:0] d;
assign count = q;
always_ff @(posedge clk, negedge rst_n) begin
	if(!rst_n)
		q <= 0;
	else
		q <= d;
end
always_comb begin
	if(clr_count)
		d = 0;
	else if(count_inc)
		d = q + 1;
	else
		d = q;
end
endmodule 
module UART_rx_stor (clk, rst_n, shift, data_in, data_out);
input clk;
input rst_n;
input shift;
input data_in;
output [7:0]data_out;
logic [8:0] q;
logic [8:0] d;
assign data_out = q[7:0];
always_ff @ (posedge clk, negedge rst_n) begin
	if(!rst_n)
		q <= 7'h00;
	else
		q <= d;
end
always_comb begin
	if (shift)
		d = {data_in, q[8:1]};
	else 
		d = q;
end
endmodule
module UART_tx (clk, rst_n, TX, trmt, tx_data, tx_done);
input clk;
input rst_n;
input trmt;
input [7:0] tx_data;
output logic tx_done;
output TX;
logic [7:0] baud;
logic [3:0] count;
logic load;
logic shift;
logic clr_baud;
logic clr_count;
logic clr_done;
logic count_inc;
logic baud_inc;
UART_tx_control control_dv(.clk(clk), .rst_n(rst_n), .trmt(trmt), .baud(baud), .count(count), .load(load), .shift(shift), .clr_baud(clr_baud), .clr_done(clr_done), .clr_count(clr_count), .done(done), .count_inc(count_inc), .baud_inc(baud_inc));
UART_tx_stor stor_dv(.clk(clk), .rst_n(rst_n), .load(load), .shift(shift), .data_in(tx_data), .data_out(TX));
UART_tx_count count_dv(.clk(clk), .rst_n(rst_n), .clr_count(clr_count), .count_inc(count_inc), .count(count));
UART_tx_baud baud_dv(.clk(clk), .rst_n(rst_n), .clr_baud(clr_baud), .baud_inc(baud_inc), .baud(baud));
always_ff @ (posedge clk, negedge rst_n) begin
	if(!rst_n) begin
		tx_done <= 0;
	end
	else begin
		if(done)
			tx_done <= 1;
		else if(clr_done)
			tx_done <= 0;
	end
end
endmodule
module UART_tx_baud (clk, rst_n, clr_baud, baud_inc, baud);
input clk;
input rst_n;
input clr_baud;
input baud_inc;
output [7:0] baud;
logic [7:0] q;
logic [7:0] d;
assign baud = q;
always_ff @(posedge clk, negedge rst_n) begin
	if(!rst_n)
		q <= 0;
	else
		q <= d;
end
always_comb begin
	if(clr_baud)
		d = 0;
	else if(baud_inc)
		d = q + 1;
	else
		d = q;
end
endmodule 
module UART_tx_control (clk, rst_n, trmt, baud, count, load, shift, clr_baud, clr_done, clr_count, done, count_inc, baud_inc);
typedef enum reg [1:0] {IDLE, TRANS, SHIFT} state;
input clk;
input rst_n;
input trmt;
input [7:0] baud;
input [3:0] count;
output logic clr_done;
output logic clr_baud;
output logic clr_count;
output logic done;
output logic baud_inc;
output logic count_inc;
output logic load;
output logic shift;
state q;
state d;
always_ff @ (posedge clk, negedge rst_n) begin	
	if(!rst_n)
		q <= IDLE;
	else
		q <= d;
end
always_comb begin
	clr_done = 0;
	clr_baud = 0;
	clr_count = 0;
	done = 0;
	baud_inc = 0;
	count_inc = 0;
	load = 0;
	shift = 0;
	d = IDLE;
	case (q)
		IDLE: begin
			if(trmt) begin
				load = 1;
				clr_baud = 1;
				clr_count = 1;
				clr_done = 1;
				d = TRANS;
			end
			else
				d = IDLE;
		end
		TRANS: begin
			if(baud == 108) begin
				count_inc = 1;
				d = SHIFT;
			end
			else begin
				baud_inc = 1;
				d = TRANS;
			end
		end
		SHIFT: begin
			if(count == 10) begin
				done = 1;
				d = IDLE;
			end
			else begin
				shift = 1;
				clr_baud = 1;
				d = TRANS;
			end
		end
		default:
			d = IDLE;
	endcase
end
endmodule
module UART_tx_count (clk, rst_n, clr_count, count_inc, count);
input clk;
input rst_n;
input clr_count;
input count_inc;
output [3:0] count;
logic [3:0] q;
logic [3:0] d;
assign count = q;
always_ff @(posedge clk, negedge rst_n) begin
	if(!rst_n)
		q <= 0;
	else
		q <= d;
end
always_comb begin
	if(clr_count)
		d = 0;
	else if(count_inc)
		d = q + 1;
	else
		d = q;
end
endmodule 
module UART_tx_stor (clk, rst_n, load, shift, data_in, data_out);
input clk;
input rst_n;
input load;
input shift;
input [7:0] data_in;
output data_out;
logic [9:0] q;
logic [9:0] d;
assign data_out = q[0];
always_ff @ (posedge clk, negedge rst_n) begin
	if(!rst_n)
		q <= 7'hFF;
	else
		q <= d;
end
always_comb begin
	if(load)
		d = {1'b1, data_in, 1'b0};
	else if (shift)
		d = {1'b1, q[9:1]};
	else 
		d = q;
end
endmodule
module UART_wrapper(clk, rst_n, clr_cmd_rdy, RX, send_resp, resp, resp_sent, cmd_rdy, cmd, TX);
	typedef enum reg [1:0] {IDLE, STORE, READY} State;
	input clk;
	input rst_n;
	input clr_cmd_rdy;
	input RX;
	input send_resp;
	input [7:0] resp;
	output resp_sent;
	output logic cmd_rdy;
	output [15:0] cmd;
	output TX;
	logic [7:0] upper;
	logic sel;
	logic clr_rdy;
	logic [7:0] rx_data;
	logic rdy;
	State state, nxt_state;
	UART uart(.clk(clk), .rst_n(rst_n), .TX(TX), .RX(RX), .tx_data(resp), .trmt(send_resp), .clr_rdy(clr_rdy), .tx_done(resp_sent), .rx_data(rx_data), .rdy(rdy));
	assign cmd = {upper, rx_data};
	always_ff @ (posedge clk, negedge rst_n) begin  
		if(!rst_n)				 
			state <= IDLE;
		else
			state <= nxt_state;
	end
	always_ff @ (posedge clk) begin
		if(sel)					 
			upper <= rx_data;
		else
			upper <= upper;
	end
	always_comb begin
		sel = 1'b0;
		cmd_rdy = 1'b0;
		clr_rdy = 1'b0;
		nxt_state = IDLE;
		case(state)
			IDLE: begin
				if(rdy) begin
					sel = 1'b1;
					clr_rdy = 1'b1;
					nxt_state =  STORE;
				end			
			end
			STORE: begin
				if(rdy) begin
					clr_rdy = 1'b1;
					nxt_state = READY;
				end
				else
					nxt_state = STORE;
			end
			READY: begin
				if(rdy) begin
					sel = 1'b1;
					clr_rdy = 1'b1;
					nxt_state = STORE;
				end
				else if(clr_cmd_rdy) begin
					nxt_state = IDLE;
				end
				else begin
					cmd_rdy = 1'b1;
					nxt_state = READY;
				end
			end
		endcase
	end
endmodule
```
**/design/flow/config.mk**
```make
export PLATFORM = sky130hd
export DESIGN_NAME = UART_wrapper
export DESIGN_NICKNAME = UART_wrapper
export VERILOG_FILES = /design/flow/design.v
export SDC_FILE = /design/flow/constraint.sdc
export NUM_CORES = 4
export LEC_CHECK = 1
export CORE_UTILIZATION = 30
```
==> results.cfg <==
; yosys + openroad results
[outcome]
outcome = completed

[floorplanning]
fp_util_pct = 31.1
rows = 35
die_area_mm2 = 0.0100
core_area_mm2 = 0.00928
fp.dieH_um = 100
dieWidth_um = 100
ios = 32

[layout]
layout_top_cells = 43 x dfrtp_1, 30 x clkdlybuf4s50_1, 21 x nand2_1
mostFrequentLayoutCell = dfrtp_1
synthToLayoutAreaGrowth_pct = 20.7
drive_gt1_share_pct = 15.2
instances_no_fill = 418

[yosys]
yosys_cells = 255
netlist_area_mm2 = 0.00288
yosysWarnings = 13
yosys_area_mm2 = 0.00288
ys_ff = 60
synthCells = 255
ys_seq_share_pct = 53.8
syn_area_per_cell_um2 = 11.3
synth_cell_types = 43

[grt]
grt_max_degree = 54
grt-ovfl-total = 0
busiest_layer = met1
grt_pass1_vias = 1868
met1_usage_pct = 17.7
antenna_found_initial = 0
met3_usage_pct = 2.62
grt_usage_pct = 11.2
grt_use_met2_pct = 16.6
grt_pass1_wl_mm = 8.86

[routing]
via_per_inst = 4.55
vias = 1902
avgRoutedWirePerCell_um = 11.9
firstDrtPassIters = 4
wl_mm = 4.96
drtIter0Drc = 116
drc_errors = 0
drtAntennaViolNets = 0
n_antenna_cell = 0

[worst_setup_path]
slowest_delay_ns = 0.52
cp.required_ns = 3.04
crit_path_max_fanout = 2
regToRegEndpoint = uart.rx.stor_dv.q[5]
start_kind = primary input
rr_worst_depth = 6
rrSetupSlack_ns = 1.37
cp-end-kind = output port
cp.arrival_ns = 1.95
cp-startpoint = clr_cmd_rdy
cp_slowest_cell = clkdlybuf4s50_1
crit_buf_inv = 2
r2r-start = uart.rx.count_dv.q[0]
worst-setup-path-type = in2out
worstPathCellList = clkdlybuf4s50_1, nor3b_1, clkdlybuf4s50_1
cpMostUsedCell = clkdlybuf4s50_1
cpLargestDelayFamily = buffers and inverters

[clocking]
clkTransAtPathRegs_ns = 0.07
cts_sinks = 60
cts_setup_buffers = 0
clockBufferDepth = 2
root_buffer = clkbuf_8
cts_buffers = 9
cts_hold_buf = 0
cts_resized = 0
htree_levels = 3
cts_tree = done
worstSkewPairLatency_ns = 0.34

[timing]
relSlewSlack_pct = 55.6
worstMarginPinSlew_ns = 0.666
drv_slew = 0
setup-violations-final = 0
finalHoldViolCount = 0
period_used_pct = 71.3
fmax_mhz = 369
grt_setup_unrepaired = no
finalSetupTns_ns = 0
fin_worst_skew_ns = 0.00676
min_period_ns = 2.71

[job]
drv_cap = 0
warning_count = 31

[placement]
hpwl_mm = 3.32
numPortBuffers = 31
dp_cells = 402
gp_congestion = 0.783

[min_path]
min_to = state[0]
holdCritStartpoint = uart.rx.rdy
holdCritPathClass = reg2reg
hold_path_depth = 1

[pwr]
p_leak_nw = 1.53
peakVddDrop_v = 0.000170
p_per_area_mw_per_mm2 = 534
-- logic make-up (layout without fill, tap and decap cells) --
| logic type | Yosys count | in the layout | share of synthesized area [%] |
|---|---|---|---|
| AND/OR/NAND/NOR | 88 | 88 | 16.5 |
| buffers and inverters | 31 | 65 | 5.55 |
| adder cells (fa/ha/maj) | 10 | 10 | 4.34 |
| XOR/XNOR | 15 | 15 | 4.56 |
| flip-flops | 60 | 60 | 53.8 |
| multiplexers | 23 | 23 | 8.81 |
| AND-OR/OR-AND | 28 | 28 | 6.42 |
-- Yosys cell counts (all sizes together) --
master	n	area [um2]
nor3b	3	22.5
and2	2	12.5
nand2	21	78.8
a21o	2	15.0
nand3b	2	15.0
clkbuf	6	22.5
mux2	10	124
nor2b	1	6.26
nor2	16	60.1
mux2i	13	130
xnor2	5	43.8
o311ai	3	26.3
nor4	1	6.26
or4	2	18.8
or2	4	25.0
a32o	1	10.0
and4	2	17.5
or3	1	6.26
nand2b	2	20.0
nor3	6	30.0
nand4b	2	17.5
o21ai	13	65.1
a21oi	5	36.3
xor2	10	87.6
ha	10	125
nand3	8	40.0
o2111a	1	11.3
dfrtp	43	1080
nor4b	2	17.5
edfxtp	8	240
nand4	8	50.1
buf	11	85.1
dfstp	9	236
and3	5	31.3
o22ai	2	12.5
o31a	1	8.76
inv	14	52.6
-- sequential cells by signal, summed over array words and instances (netlist names), 2 cells and up, named ones only --
signal                cells
state                     2
uart.rx.baud_dv.q         8
uart.rx.count_dv.q        4
uart.rx.stor_dv.q         9
uart.tx.baud_dv.q         8
uart.tx.control_dv.q      3
uart.tx.count_dv.q        4
uart.tx.stor_dv.q        10
upper                     8
-- metrics by stage --
| stage | hold slack (ns) | total power [W] | util, % | worst slack (ns) | instance area, um2 |
|---|---|---|---|---|---|
| global route | 0.504 | 0.00199 | 37.5 | 0.926 | 3480 |
| finish | 0.463 | 0.00186 | 37.5 | 1.09 | 3480 |
| detailed placement | 0.456 | 0.00126 | 35.3 | 1.07 | 3270 |
| floorplan | 0.427 | 0.00116 | - | 1.64 | 2880 |
| global placement | 0.456 | 0.00125 | 35.3 | 1.13 | 3270 |
| CTS | 0.467 | 0.00188 | 37.5 | 1.07 | 3480 |
-- worst max-delay path by stage --
| stage | endpoint | slack, ns | depth (start not counted) |
|---|---|---|---|
| after CTS | cmd_rdy | 1.07 | 3 |
| after global routing | cmd_rdy | 0.93 | 3 |
| final | cmd_rdy | 1.09 | 3 |
-- routing by layer --
layer,up-vias,wire length (um)
met5,-,0
met4,0,89
met3,7,192
met2,28,2060
met1,921,2620
li1,946,-
-- where the power goes --
group	switching [W]	internal, W
registers	0.000136	0.000775
clock network	0.000241	0.000366
logic	0.000169	0.000173
total	0.000545	0.00131
-- final cells by class --
type,instances,area [um2]
Clock inverter,5,76.3
Tap cell,129,161
Inverter,14,52.6
Clock buffer,11,131
Multi-Input combinational cell,164,1170
Timing Repair Buffer,35,335
Fill cell,895,5800
Sequential cell,60,1550
Power and IR drop assume default switching activity.
